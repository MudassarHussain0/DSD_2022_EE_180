==> ./design.v <==
`timescale 1ns / 1ps
module lab5(
    input logic [3:0] num,   
    input logic [2:0] sel,   
    output logic [6:0] segments, 
    output logic [7:0] anode 
);
    always_comb begin
        case(num)
            4'b0000: segments = 7'b0000001; 
            4'b0001: segments = 7'b1001111; 
            4'b0010: segments = 7'b0010010; 
            4'b0011: segments = 7'b0000110; 
            4'b0100: segments = 7'b1001100; 
            4'b0101: segments = 7'b0100100; 
            4'b0110: segments = 7'b0100000; 
            4'b0111: segments = 7'b0001111; 
            4'b1000: segments = 7'b0000000; 
            4'b1001: segments = 7'b0000100; 
            4'b1010: segments = 7'b0001000; 
            4'b1011: segments = 7'b1100000; 
            4'b1100: segments = 7'b0110001; 
            4'b1101: segments = 7'b1000010; 
            4'b1110: segments = 7'b0110000; 
            4'b1111: segments = 7'b0111000; 
        endcase
    end
    always_comb begin
        case(sel)
            3'b000: anode = 8'b11111110; 
            3'b001: anode = 8'b11111101; 
            3'b010: anode = 8'b11111011;
            3'b011: anode = 8'b11110111; 
            3'b100: anode = 8'b11101111; 
            3'b101: anode = 8'b11011111; 
            3'b110: anode = 8'b10111111; 
            3'b111: anode = 8'b01111111; 
        endcase
    end
endmodule
==> ./run.sh <==
#!/bin/bash
# OpenROAD 26Q1-2900-gdf79404cd8, Yosys 0.63+post, stock flow scripts
make -C /OpenROAD-flow-scripts/flow DESIGN_CONFIG=/design/flow/config.mk WORK_HOME=/design/flow/orfs finish
==> ./config.mk <==
export PLATFORM = sky130hd
export DESIGN_NAME = lab5
export DESIGN_NICKNAME = lab5
export VERILOG_FILES = /design/flow/design.v
export SDC_FILE = /design/flow/constraint.sdc
export NUM_CORES = 4
export LEC_CHECK = 1
export CORE_AREA = 10 10 70 70
export DIE_AREA = 0 0 80 80
==> ./constraint.sdc <==
current_design lab5

set clk_period 1.4
set clk_io_pct 0.2

create_clock -name clk0 -period $clk_period

set non_clock_inputs [all_inputs -no_clocks]
set_input_delay [expr $clk_period * $clk_io_pct] -clock clk0 $non_clock_inputs
set_output_delay [expr $clk_period * $clk_io_pct] -clock clk0 [all_outputs]
==> flow_summary.yaml <==
# implementation run metrics
detailed_routing:
  wl_per_cell_um: 9.76
  viasPerCell: 3.49
  diodes: 0
  ant_nets: 0
  totalWireLength_mm: 1.18
  vias: 422
  drt_iter0_drc: 1
  drc: 0
  dr.pass1.iters: 3
final_timing:
  worstMarginPinSlew_ns: 0.143
  fmax_mhz: 654
  rsz0062_at_grt: "true"
  setup_viol: 4
  setup-tns-final_ns: -0.309
  worst_slack_ns: -0.130
  hold_slack_ns: 0.952
  min_period_ns: 1.53
  timing.final.hold_violations: 0
  period_used_pct: 109
  slew_violations: 0
  slew_headroom_pct: 90.2
hold_path:
  hold_class: "in -> out"
  holdPathStages: 3
  hold_path.startpoint: "sel[1]"
  hold_end: "anode[0]"
worst_setup_path:
  critPathSlowestCell: "mux4_2"
  critPathKind: "in -> out"
  slowest_delay_ns: 0.44
  worstPathMaxFanout: 3
  worstPathCellList: "buf_8, inv_6, ha_4, inv_2, mux4_2, buf_2"
  startpoint_type: "input port"
  critPathArrivalTime_ns: 1.25
  end_kind: "output port"
  cp.required_ns: 1.12
synth:
  top_area_cell: "ha_1"
  netlist_area_sq_um: 328
  yosysUniqueCellTypes: 17
  ys_area_sq_um: 328
  netlist.area_leader.share_pct: 26.7
  yosys.stat.seqShare_pct: 0
  syn-mean-instance-area_sq_um: 7.81
  top_cells_by_count: "ha_1 (7), mux2i_1 (6), nor2_1 (6)"
  yosys_warnings: 1
  ys_cells: 42
  post-synth-top-count-cell: "ha_1"
  synthTopCellsByArea: "ha_1 (27%), mux2i_1 (18%), mux4_2 (6.9%), nand3b_1 (6.9%), nor2_1 (6.9%)"
  netlist_instances: 42
run_status:
  outcome: "finished with violations"
  violations: "negative setup slack"
power_and_ir_drop:
  total_power_mw: 0.181
  combPwrFrac_pct: 100.0
  max-vdd-ir-drop_mv: 0.102
  swShare_pct: 40.2
  pwr-share-seq_pct: 0
  p_switching_mw: 0.0727
  clock_power_share_pct: 0
  power_density_nw_per_um2: 247
  power.internal_mw: 0.108
  leakage_nw: 0.317
floorplan:
  die_w_um: 80
  die_area_sq_um: 6400
  die_h_um: 80
  initial_core_util_pct: 9.60
  rows: 21
  core-area_sq_um: 3420
  io_pins: 22
layout:
  fillers: 382
  flops: 0
  syn2layout_area_growth_pct: 124
  layout-drive-gt1-share_pct: 46.7
  fin_area_sq_um: 733
  clkbuf_count: 0
  seq_area_sq_um: 0
  final_cells: 121
  postLayoutCoreUtil_pct: 21.5
grt:
  grt_pass1_wl_mm: 1.92
  grt_max_degree: 9
  overflow: 0
  antenna_found_initial: 0
  grt_pass1_vias: 430
  track_usage_pct: 3.44
job:
  cap_viol_max_count: 0
  tool_warnings: 40
place:
  dpl_cell_area_sq_um: 658
  io_buffers: 22
  dpl.hpwl_um: 923
  place_ws_ns: -0.940
  place_inst: 117
  place_congestion: 0.704
clock_tree:
  cts-hold-fix-buffers: 0
timing repair:
action | in CTS | in global routing
setup endpoints to repair | 15 | 8
gates resized | 64 | 14
pin swaps | 6 | 5
setup buffers | 4 | 0
power groups by stage:
stage                 Combinational [mW]  Sequential [mW]  Clock [mW]
after CTS                          0.169                0           0
after global routing               0.200                0           0
final                              0.181                0           0
final cells by class:
cell class	instances	area [sq um]	area share [%]
Tap cell	46	57.6	7.85
Inverter	3	21.3	2.90
Timing Repair Buffer	35	300	41.0
Multi-Input combinational cell	37	354	48.3
layout by cell type, fill, tap and decap left out, types with 2 or more instances in the layout:
cell,synthesis,routed
or3b_1,2,2
a21oi_1,2,2
nand3b_1,3,3
ha_4,0,3
buf_8,0,2
buf_6,1,7
inv_6,0,2
clkdlybuf4s50_1,0,3
mux2i_1,6,6
nand2_1,2,2
ha_2,0,2
ha_1,7,2
dlygate4sd2_1,0,7
nor2_1,6,5
buf_2,0,8
o21ai_1,2,2
buf_4,0,6
layer usage:
layer / routed length, um / share of wire (%) / track usage [%] / vias to the layer above
li1: - / - / - / 219
met1: 486 / 41 / 3.64 / 189
met2: 577 / 49 / 6.98 / 14
met3: 118 / 10 / 0.795 / 0
met4: 0 / 0 / 0 / 0
met5: 0 / 0 / 0 / -
logic make-up (layout without fill, tap and decap cells):
kind of cell             count (synthesis)  after routing  share of synthesized area [%]
adder cells (fa/ha/maj)                  7              7                           26.7
AND/OR/NAND/NOR                         17             17                           28.6
AND-OR/OR-AND                            6              6                           11.5
buffers and inverters                    5             38                           8.01
multiplexers                             7              7                           25.2
worst max path at each step:
stage | endpoint | slack, ns | startpoint
6_report | segments[3] | -0.13 | num[1]
5_1_grt | segments[3] | -0.16 | num[1]
4_1_cts | segments[3] | -0.15 | num[0]
worst max-delay path: cells and delay by family:
kind | cells | cell delay [ns]
fa+ha+maj | 1 | 0.25
buf+inv | 4 | 0.28
mux | 1 | 0.44
No activity file was given, so power comes from the tool's default toggle rates.
