File: run.sh
#!/bin/bash
# OpenROAD 26Q1-2900-gdf79404cd8, Yosys 0.63+post, stock flow scripts
make -C /OpenROAD-flow-scripts/flow DESIGN_CONFIG=/design/flow/config.mk WORK_HOME=/design/flow/orfs finish
File: config.mk
export PLATFORM = sky130hd
export DESIGN_NAME = lab_7
export DESIGN_NICKNAME = lab_7
export VERILOG_FILES = /design/flow/design.v
export SDC_FILE = /design/flow/constraint.sdc
export NUM_CORES = 4
export LEC_CHECK = 1
export CORE_UTILIZATION = 50
File: constraint.sdc
current_design lab_7

set clk_period 4.1
set clk_io_pct 0.2

create_clock -name clk0 -period $clk_period [get_ports {clk}]

set non_clock_inputs [all_inputs -no_clocks]
set_input_delay [expr $clk_period * $clk_io_pct] -clock clk0 $non_clock_inputs
set_output_delay [expr $clk_period * $clk_io_pct] -clock clk0 [all_outputs]
File: design.v
`timescale 1ns / 1ps
module lab_7(
    input logic clk,          
    input logic write,        
    input logic reset,        
    input logic [3:0] num,    
    input logic [2:0] sel,    
    output reg [7:0] anode,   
    output reg [6:0] seg,      
    output logic dp
);
    logic slow_clk;            
    logic [3:0] q[7:0];        
    logic  en [0:7];            
    logic [3:0] m_out;         
    logic [16:0] clk_div;      
    logic [2:0] disp_counter;  
    logic [2:0] new_sel;
    always_comb begin 
        for (int i = 0; i < 8; i = i + 1) begin 
            en[i] = write & ~anode[i];
        end
    end
    always_ff @(posedge clk or posedge reset) begin
        if (reset) begin
            q[0] <= 4'b0000; q[1] <= 4'b0000; q[2] <= 4'b0000; q[3] <= 4'b0000;
            q[4] <= 4'b0000; q[5] <= 4'b0000; q[6] <= 4'b0000; q[7] <= 4'b0000;
        end else begin
            if (en[0]) q[0] <= num;
            if (en[1]) q[1] <= num;
            if (en[2]) q[2] <= num;
            if (en[3]) q[3] <= num;
            if (en[4]) q[4] <= num;
            if (en[5]) q[5] <= num;
            if (en[6]) q[6] <= num;
            if (en[7]) q[7] <= num;
        end
    end
    always_ff @(posedge clk or posedge reset) begin
        if (reset)
            clk_div <= 0;
        else
            clk_div <= clk_div + 1'b1;
    end
    assign slow_clk = clk_div[16];
    always_ff @(posedge slow_clk or posedge reset) begin
        if (reset)
            disp_counter <= 0;
        else
            disp_counter <= disp_counter + 1'b1;
    end
    always_comb begin
        if (write)
            new_sel = sel;
        else
            new_sel = disp_counter;
    end
    always_comb begin
        case (new_sel)
            3'b000: m_out = q[0];
            3'b001: m_out = q[1];
            3'b010: m_out = q[2];
            3'b011: m_out = q[3];
            3'b100: m_out = q[4];
            3'b101: m_out = q[5];
            3'b110: m_out = q[6];
            3'b111: m_out = q[7];
        endcase
    end
    always_comb begin
        case (m_out)
            4'b0000 : seg = 7'b0000001;
            4'b0001 : seg = 7'b1001111;
            4'b0010 : seg = 7'b0010010;
            4'b0011 : seg = 7'b0000110;
            4'b0100 : seg = 7'b1001100;
            4'b0101 : seg = 7'b0100100;
            4'b0110 : seg = 7'b0100000;
            4'b0111 : seg = 7'b0001111;
            4'b1000 : seg = 7'b0000000;
            4'b1001 : seg = 7'b0000100;
            4'b1010 : seg = 7'b0001000;
            4'b1011 : seg = 7'b1100000;
            4'b1100 : seg = 7'b0110001;
            4'b1101 : seg = 7'b1000010;
            4'b1110 : seg = 7'b0110000;
            4'b1111 : seg = 7'b0111000;
            endcase
    end
    always_comb begin
        case (new_sel)
             3'b000 : anode = 8'b11111110;
             3'b001 : anode = 8'b11111101;
             3'b010 : anode = 8'b11111011;
             3'b011 : anode = 8'b11110111;
             3'b100 : anode = 8'b11101111;
             3'b101 : anode = 8'b11011111;
             3'b110 : anode = 8'b10111111;
             3'b111 : anode = 8'b01111111;
        endcase
    end
    assign dp=1;
endmodule
==> impl_metrics.tcl <==
# implementation run metrics
set metrics [dict create \
    crit_fanout 6 \
    tool_warnings 30 \
    utilization_pct 67.8 \
    clk_pin_slew_ns 0.09 \
    finalSetupViolCount 0 \
    finalWorstPathRequiredPeriod_ns 3.96 \
    grt_overflow 0 \
    synth-main-ff-cell "dfrtp_1" \
    unconstrained_endpoints 3 \
    cellLeakagePower_nw 1.59 \
    worstHoldPathType "reg2reg" \
    yosysSeqAreaShare_pct 46.6 \
    cts-root-buf "clkbuf_8" \
    tritoncts "done" \
    grt_usage_pct 22.4 \
    layout_top_cell "dfrtp_1" \
    wirelength_um 5980 \
    ys_cells 243 \
    grt_pass1_vias 1955 \
    htreeDepth 2 \
    reg2reg_depth 6 \
    initial_core_util_pct 53.3 \
    drv_slew 0 \
    grt_antenna_before_repair 0 \
    dp_hpwl_um 4200 \
    post-route-period-util_pct 96.6 \
    drt_iter0_markers 77 \
    drtAntennaViolNets 0 \
    syn-cell-area_um2 2790 \
    die_h_um 76.7 \
    area_growth_pct 27.2 \
    lay_top_cells "dfrtp_1, buf_4, mux2_2" \
    endpoint_kind "output pin" \
    placed_cell_area_um2 3300 \
    worst_pin_slew_ns 0.801 \
    portBuffers 24 \
    cp-start-kind "primary input" \
    n_antenna_cell 0 \
    dr_total_vias 2027 \
    ir_drop_mv 0.218 \
    drt-vias-per-instance 5.42 \
    finalHoldViolCount 0 \
    die-area_um2 5890 \
    edf_count 0 \
    syn-instance-count 243 \
    grt_first_pass_wirelength_um 9890 \
    cp.required_ns 3.28 \
    worstSkewPairLatency_ns 0.30 \
    setup-tns-final_ns 0 \
    skew_ns 0.00480 \
    unclocked_regs 3 \
    synth.distinct_cells 48 \
    ios 26 \
    power.density_nw_per_um2 382 \
    yosysWarnings 3 \
    drc 0 \
    cts_buffers 5 \
    routedWlPerCell_um 16.0 \
    slew-limit-headroom_pct 46.2 \
    async_flop_share_pct 100 \
    arrival_ns 3.14 \
    status "complete, no violations" \
    ys_area_um2 2790 \
    syn_area_per_cell_um2 11.5 \
    die_width_um 76.7 \
    max_freq_mhz 252 \
    place_congestion 0.829 \
    synth_flops 52 \
    whs_path_depth 1 \
    cts_buffer_depth 2 \
    drive_above_1_share_pct 33.6 \
    dr.pass1.iters 4 \
    grt_max_degree 35 \
    final_area_um2 3550 \
    fp.coreArea_um2 5240 \
    max-cap-violations 0 \
    crit_type "in2out" \
    core.rowCount 26 \
]
area by class of cell:
cell class                 instances  area [µm²]
clock buffer                       5        68.8
clock inverter                     2        38.8
fill                             375        1690
inverter                          11        41.3
multi-input combinational        173        1470
sequential                        52        1300
tap                               70        87.6
timing repair buffer              61         538
flip-flops by register name, summed over array words and instances (netlist names):
| signal | flops |
|---|---|
| disp_counter | 3 |
| q | 32 |
| clk_div | 17 |
layer usage:
metal  up-vias  part of all wire (%)  GRT usage (%)
met4         0                  0.72           1.73
met5         -                     0              0
met1      1005                    49           37.3
li1        987                     -              -
met3         4                   3.2           3.26
met2        31                    47           34.4
critical path, cell delays in order:
cell             delay [ns]
clkdlybuf4s15_1        0.28
mux2_4                 0.36
buf_4                  0.16
mux4_2                 0.33
o21ai_4                0.19
inv_1                  0.08
ha_1                   0.27
mux2i_1                0.06
mux2i_1                0.13
clkdlybuf4s50_1        0.47
cell families (layout without fill, tap and decap cells):
family,count (synthesis),in the layout,synth area share [%]
AND-OR/OR-AND,26,26,7.26
XOR/XNOR,17,17,5.33
adder cells (fa/ha/maj),8,8,3.59
buffers and inverters,19,79,3.72
flip-flops,52,52,46.6
multiplexers,47,48,19.6
other,1,1,0.134
AND/OR/NAND/NOR,73,73,13.7
path summary, 6_finish.rpt:
check | startpoint | endpoint | slack [ns]
hold reg to reg | clk_div[13] | clk_div[13] | 0.47
min in group asynchronous | reset | q[3][1] | 0.95
max in group asynchronous | reset | q[0][3] | 2.43
setup reg to reg | clk_div[0] | clk_div[16] | 2.37
hold / removal | clk_div[13] | clk_div[13] | 0.47
setup / recovery | sel[1] | seg[3] | 0.14
per-stage QoR:
step | cells | hold slack (ns) | setup WS, ns | power (mW)
after detailed placement | 361 | 0.451 | -0.307 | 0.988
final | 374 | 0.469 | 0.138 | 1.36
after global placement | 361 | 0.447 | -0.301 | 0.984
after floorplan | 243 | 0.434 | 0.539 | 0.819
after CTS | 371 | 0.467 | 0.00532 | 1.35
after global routing | 374 | 0.475 | -0.0277 | 1.43
where the power goes:
group	internal (mW)	switching, mW	leakage [nW]	total (mW)
Combinational	0.250	0.174	0.881	0.423
Clock	0.181	0.164	0.0546	0.345
Sequential	0.552	0.0369	0.654	0.589
synthesized netlist by cell type, types with 2 or more instances:
cell type | count | area share [%]
mux2_4 | 2 | 1.1
nor3b_1 | 4 | 1.1
buf_2 | 2 | 0.36
and3_1 | 4 | 0.90
a211oi_1 | 2 | 0.54
nor3_2 | 2 | 0.72
a32o_1 | 2 | 0.72
ha_1 | 8 | 3.6
a21oi_1 | 4 | 0.72
nand3_1 | 7 | 1.3
inv_1 | 9 | 1.2
mux2_2 | 27 | 11
xnor2_1 | 11 | 3.5
nand4_1 | 4 | 0.90
inv_2 | 2 | 0.27
mux2i_1 | 11 | 3.9
o22ai_1 | 2 | 0.45
dfrtp_1 | 52 | 47
nor3_1 | 6 | 1.1
mux2_1 | 4 | 1.6
o21ai_1 | 3 | 0.54
buf_6 | 3 | 1.2
nand4b_1 | 3 | 0.94
nor2_1 | 10 | 1.3
buf_4 | 2 | 0.54
nand2b_1 | 3 | 0.67
o21ai_0 | 4 | 0.72
xor2_1 | 6 | 1.9
nand2_1 | 25 | 3.4
timing repair:
item,4_1_cts,5_1_grt
cloned,1,0
setup endpoints to repair,7,7
setup buffers,2,3
hold buffers,0,0
resized,17,17
pin swaps,2,3
Power is estimated from default activity; no workload was simulated.
